[design/flow/config.mk]
export PLATFORM = sky130hd
export DESIGN_NAME = rate_divider
export DESIGN_NICKNAME = rate_divider
export VERILOG_FILES = /design/flow/design.v
export SDC_FILE = /design/flow/constraint.sdc
export NUM_CORES = 4
export LEC_CHECK = 1
export CORE_AREA = 10 10 99 99
export DIE_AREA = 0 0 109 109
[design/flow/constraint.sdc]
current_design rate_divider

set clk_period 5.8
set clk_io_pct 0.2

create_clock -name clk0 -period $clk_period [get_ports {clk}]

set non_clock_inputs [all_inputs -no_clocks]
set_input_delay [expr $clk_period * $clk_io_pct] -clock clk0 $non_clock_inputs
set_output_delay [expr $clk_period * $clk_io_pct] -clock clk0 [all_outputs]
[design/flow/design.v]
module rate_divider (input clk, output d);
	reg [27:0] counter;
	reg [1:0] b;
	initial begin
		counter <= 0;
	end
	always @(posedge clk) begin
		counter <= counter + 1;
		b <= 1'b0;
		if (counter == 25000000) begin
			counter <= 0;
			b <= 1'b1;
		end
	end
	assign d = b[0];
endmodule
[design/flow/run.sh]
#!/bin/bash
# OpenROAD 26Q1-2900-gdf79404cd8, Yosys 0.63+post, stock flow scripts
make -C /OpenROAD-flow-scripts/flow DESIGN_CONFIG=/design/flow/config.mk WORK_HOME=/design/flow/orfs finish
==> flow_metrics.py <==
# Physical implementation metrics
metrics = {
    "cells_and_area": {
        "area.sequential_um2": 580.6,
        "layout_top_cells_excl_fill_tap": "sky130_fd_sc_hd__dfxtp_1, sky130_fd_sc_hd__xnor2_1, sky130_fd_sc_hd__nor2_1, sky130_fd_sc_hd__nand3_1",
        "layout_top_cell_excl_fill_tap": "sky130_fd_sc_hd__dfxtp_1",
        "filler_cell_count": 840,
        "layout-area-overhead-vs-synth_pct": 18.73,
        "finish.cell_count_without_fillers": 248,
        "combGateArea_um2": 669.4,
        "layout-drive-gt1-share": 0.09589,
    },
    "global_routing": {
        "largest_net_degree_at_the_start_of_global_routing": 12,
        "grt_usage": 0.04169,
        "first_pass_grt_wire_length_um": 4215,
        "antenna_found_initial": 0,
        "grt_pass1_vias": 888,
        "globalRouteOverflowTotal": 0,
    },
    "floorplanning": {
        "fp-utilization": 0.1652,
        "core_area_um2": 7727,
        "placement_rows": 32,
        "die.size.x_um": 109,
        "ios": 2,
        "die_area_um2": 11880,
        "die-height_um": 109,
    },
    "hold_path": {
        "hold-path-endpoint": "counter[27]",
        "min-delay-start": "counter[27]",
        "hp-class": "register to register",
        "worst_hold_depth": 1,
    },
    "outcome": {
        "outcome": "finished clean",
    },
    "run": {
        "cap_viol_max_count": 0,
        "log.warning_count": 26,
    },
    "power": {
        "total_leakage_power_uw": 0.0005054,
        "cell_internal_pwr_uw": 306.1,
        "power_density_nw_per_um2": 249.3,
        "p_seq_frac": 0.527,
        "power.switching_fraction": 0.1895,
        "report.power.total_uw": 377.7,
        "p_switching_uw": 71.58,
        "clock_power_share": 0.473,
        "power.share.combinational": 0,
        "worst_ir_drop_vdd_v": 0.0001597,
    },
    "clock_network": {
        "clock_tree_from_tritoncts": "built",
        "cts-root-buf": "sky130_fd_sc_hd__clkbuf_8",
        "cts_sinks": 29,
        "ctsResizeCount": 0,
        "clk_path_buf_depth": 2,
        "cts.hold.buffers_added": 0,
        "cts_buffers": 5,
        "clock.latency.late_pin_ps": 270,
        "cts.repair_timing.setup_buffer_count": 0,
        "clkSlewWorstSetupHoldPaths_ps": 60,
        "h_tree_levels": 2,
    },
    "worst_setup_path": {
        "crit-reg2reg-launch": "counter[0]",
        "critical_path_cell_list": "ha_1, nand3_1, nor4_1, or3b_1, a21oi_1",
        "path_max_fanout": 7,
        "cp_data_required_time_ps": 6010,
        "kind_of_start_point_of_the_critical_path": "register",
        "critical-path-slowest-cell": "sky130_fd_sc_hd__nor4_1",
        "cpPeakStageDelay_ps": 790,
        "critical_path.endpoint_type": "register",
        "regToRegEndpoint": "counter[22]",
        "worstPathArrival_ps": 2450,
        "worstSetupPathType": "register to register",
        "setup.reg_to_reg.worst_slack_ps": 3550,
        "rr_worst_depth": 5,
    },
    "routing": {
        "drc_violation_count_after_routing": 0,
        "route.detailed.wl_per_inst_um": 9.472,
        "drt-total-wl_um": 2349,
        "drt_pre_antenna_iters": 4,
        "viasPerCell": 3.956,
        "route.vias.total": 981,
        "first_iter_violations": 79,
        "detail_route.antenna_diodes": 0,
        "drt.antenna.violating_nets": 0,
    },
    "synthesis": {
        "synth_adder_area_share": 0.01961,
        "synth.yosys.chip_area_um2": 1276,
        "synth_cell_type_count": 28,
        "synthesis.area_per_instance_um2": 9.181,
        "netlist.area_leader.share": 0.4549,
        "postSynthCellCount": 139,
        "netlist_area_um2": 1276,
        "post_synth_and_or_nand_nor_area_fraction": 0.3127,
        "synth.logic.top_family": "simple AND/OR/NAND/NOR gates",
        "registers_synthesis": 29,
        "synth.top_cells.by_area": "sky130_fd_sc_hd__dfxtp_1, sky130_fd_sc_hd__xnor2_1, sky130_fd_sc_hd__nand3_1, sky130_fd_sc_hd__nor4_1, sky130_fd_sc_hd__nor2_1",
        "yosys.area_share.aoi": 0.05686,
        "synth.yosys.num_cells": 139,
        "synth.yosys.warnings": 1,
        "synth_xor_xnor_area_share": 0.1304,
        "synth.largest_area_cell": "sky130_fd_sc_hd__dfxtp_1",
        "yosysSeqAreaShare": 0.4549,
        "synthMuxAreaShare": 0,
    },
    "timing": {
        "timing.final.max_slew_violations": 0,
        "setup_viol": 0,
        "worstMarginPinSlew_ps": 825.1,
        "grt_setup_unrepaired": "false",
        "min_period_ps": 2247,
        "max-slew-margin-rel": 0.4448,
        "aggregate_negative_setup_slack_ps": 0,
        "final-hold-violation-count": 0,
        "finClkSkew_ps": 3.135,
        "max_clock_freq_mhz": 445.0,
        "final.period_utilization": 0.3875,
    },
    "placement": {
        "number_of_instances_in_the_placed_design": 240,
        "gpl.final_weighted_congestion": 0.8116,
        "port_buffers": 1,
        "detailed_place_hpwl_um": 1635,
    },
}
-- worst max-delay path by stage --
| stage | startpoint | cells past startpoint | end | slack (ps) |
|---|---|---|---|---|
| 6_report | counter[0] | 5 | counter[22] | 3550 |
| 5_1_grt | counter[0] | 5 | counter[22] | 3390 |
| 4_1_cts | counter[0] | 5 | counter[22] | 3580 |
-- cell families (layout without fill, tap and decap cells) --
| kind of cell | count (synthesis) | count (layout) |
|---|---|---|
| compound gates | 14 | 14 |
| xor+xnor | 19 | 19 |
| fa+ha+maj | 2 | 2 |
| buf+inv | 8 | 15 |
| flops | 29 | 29 |
| simple gates | 67 | 67 |
-- area by class of cell --
| class | count | area share |
|---|---|---|
| Inverter | 5 | 0.01239 |
| Sequential cell | 29 | 0.3832 |
| Tap cell | 102 | 0.08423 |
| Clock inverter | 1 | 0.003303 |
| Multi-Input combinational cell | 102 | 0.4418 |
| Timing Repair Buffer | 2 | 0.01156 |
| Clock buffer | 7 | 0.06358 |
-- Yosys cell counts, drive strengths merged --
library cell,instances
clkbuf,1
nand2,7
nor4b,2
nand4,7
ha,2
o21ai,6
nor2,12
nor4bb,1
or3b,2
or4,4
or3,2
dfxtp,29
o31ai,1
buf,2
a21oi,7
nand3,11
and3,3
nand3b,3
nor4,8
nor2b,1
nor3,2
inv,5
xnor2,14
and4,2
xor2,5
-- per-stage QoR --
| step | hold slack [ps] | worst slack [ps] | utilization | area [µm²] |
|---|---|---|---|---|
| final | 462.8 | 3553 | 0.1961 | 1515 |
| after global routing | 480.3 | 3391 | 0.1961 | 1515 |
| after CTS | 463.7 | 3576 | 0.1961 | 1515 |
| after detailed placement | 452.1 | 3592 | 0.1830 | 1414 |
| after global placement | 448.8 | 3573 | 0.1830 | 1414 |
| after floorplan | 432.5 | 3853 | - | 1276 |
-- routing by layer --
layer / vias up / global-route usage / wire length [µm]
met1: 448 / 0.06268 / 1204
li1: 517 / - / -
met2: 13 / 0.05913 / 1017
met3: 3 / 0.01195 / 108
met5: - / 0 / 0
met4: 0 / 0.005650 / 19
-- state kept, by name (all words and copies together) (netlist names) --
register and count:
b 1, counter 28
-- power by group through the flow --
stage / combinational (µW) / sequential, µW / clock (µW)
global route: 0.000218 / 199 / 195
CTS: 0.000218 / 199 / 185
finish: 0.000218 / 199 / 179
-- worst max-delay path: cells and delay by family, from the launching register on --
kind / cells / cell delay, ps
adder cells (fa/ha/maj): 1 / 220
AND/OR/NAND/NOR: 3 / 1430
AND-OR/OR-AND: 1 / 140
flip-flops: 1 / 390
No activity file was given, so power comes from the tool's default toggle rates.
