**design/flow/config.mk**
```make
export PLATFORM = sky130hd
export DESIGN_NAME = main
export DESIGN_NICKNAME = main
export VERILOG_FILES = /design/flow/design.v
export SDC_FILE = /design/flow/constraint.sdc
export NUM_CORES = 4
export LEC_CHECK = 1
export CORE_AREA = 10 10 90 90
export DIE_AREA = 0 0 100 100
```
**design/flow/constraint.sdc**
```tcl
current_design main

set clk_period 3.8
set clk_io_pct 0.2

create_clock -name clk0 -period $clk_period [get_ports {clk}]

set non_clock_inputs [all_inputs -no_clocks]
set_input_delay [expr $clk_period * $clk_io_pct] -clock clk0 $non_clock_inputs
set_output_delay [expr $clk_period * $clk_io_pct] -clock clk0 [all_outputs]
```
**design/flow/design.v**
```verilog
module GuitarBand
	(
		CLOCK_50,						 
        KEY,
        SW,
		VGA_CLK,   						 
		VGA_HS,							 
		VGA_VS,							 
		VGA_BLANK_N,						 
		VGA_SYNC_N,						 
		VGA_R,   						 
		VGA_G,	 						 
		VGA_B,   						 
		HEX0, 
		HEX1
	);
	input			CLOCK_50;				 
	input   [9:0]   SW;
	input   [3:0]   KEY;
	output			VGA_CLK;   				 
	output			VGA_HS;					 
	output			VGA_VS;					 
	output			VGA_BLANK_N;				 
	output			VGA_SYNC_N;				 
	output	[9:0]	VGA_R;   				 
	output	[9:0]	VGA_G;	 				 
	output	[9:0]	VGA_B;   				 
	output [6:0] HEX0, HEX1;
	wire resetn;
	assign resetn = KEY[0];
	wire [2:0] colour;
	wire [7:0] x;
	wire [6:0] y;
	wire writeEn;
	vga_adapter VGA(
			.resetn(resetn),
			.clock(CLOCK_50),
			.colour(colour),
			.x(x),
			.y(y),
			.plot(1'b1),
			.VGA_R(VGA_R),
			.VGA_G(VGA_G),
			.VGA_B(VGA_B),
			.VGA_HS(VGA_HS),
			.VGA_VS(VGA_VS),
			.VGA_BLANK(VGA_BLANK_N),
			.VGA_SYNC(VGA_SYNC_N),
			.VGA_CLK(VGA_CLK));
		defparam VGA.RESOLUTION = "160x120";
		defparam VGA.MONOCHROME = "FALSE";
		defparam VGA.BITS_PER_COLOUR_CHANNEL = 1;
		defparam VGA.BACKGROUND_IMAGE = "";
	wire [6:0] datain;
	wire load_x, load_y, load_r, load_c, ld_alu_out;
	wire go, loadEn;
	wire left, right;
	assign left = SW[2];
	assign right = SW[0];
	main m1(CLOCK_50, resetn, left, right, x, y, colour, data_result);
	wire [7:0] data_result;
	hex_decoder H0(
        .hex_digit(data_result[3:0]), 
        .segments(HEX0)
        );
    hex_decoder H1(
        .hex_digit(data_result[7:4]), 
        .segments(HEX1)
        );
endmodule
module main(
    input clk,
	 input resetn,
	 input left,
	 input right,
    output reg [7:0] x,
	 output reg [6:0] y,
	 output reg [2:0] colour,
	 output reg [7:0] data_result
    ); 
	reg pre_left;
	reg left_click;
	reg pre_right;
	reg right_click;
	reg [27:0] frame_counter;
	reg [3:0] lane_counter;
	reg [4:0] draw_counter;
   reg [7:0] x_alu;
	reg [6:0] y_alu;
	reg[4:0] count;
	reg[4:0] clear;
	reg[4:0] draw;
	reg clock_div;
	reg [7:0] blockX1;
	reg [6:0] blockY1;
	reg [7:0] blockX2;
	reg [6:0] blockY2;
	reg [3:0] f;
	initial begin 
		blockX1 <= 30;
		blockY1 <= 0;
		blockX2 <= 90;
		blockY2 <= 0;
		lane_counter <= 0;
		frame_counter <= 0;
		draw_counter <= 0;
		left_click <= 0;
		pre_left <= 1;
		right_click <= 0;
		pre_right <= 1;
		clock_div <= 0;
		f <= 4'b1011;
	end
	wire [0:0] clk_div;  
	wire s3_out;
	wire [0:0] s2_out;
	wire [0:0] s1_out;
	wire [0:0] s0_out;
	wire [30:0] s3_byte;
	wire [30:0] s2_byte;
	wire [30:0] s1_byte;
	wire [30:0] s0_byte;
	shift_register S3(.CLK(clock_div), .RST(resetn), .DATA_IN(f[3]), .BIT_OUT(s3_out), .BYTE_OUT(s3_byte));  
	shift_register S2(.CLK(clock_div), .RST(resetn), .DATA_IN(f[2]), .BIT_OUT(s2_out), .BYTE_OUT(s2_byte));  
	integer index;
	always@(posedge clk) begin
		f <= { f[2:0], f[3] ^ f[2] };
		if(draw_counter == 33) begin
			draw_counter <= 0;
			lane_counter <= lane_counter + 1;
			if(lane_counter == 2) begin
				lane_counter <= 0;
				frame_counter <= frame_counter + 1;
				if(frame_counter == 250000) begin
					frame_counter <= 0;
					clock_div <= 1;
				end
			end
		end
		if(frame_counter == 100000) begin
			clock_div <= 0;
		end
		if(lane_counter == 0) begin
			pre_left <= left;
			if(left == 1 && pre_left == 0) begin
				left_click <= 1;
			end
			if(draw_counter < 30) begin
				x<= 30;
				y<= 1 + draw_counter;
				if(s3_byte[draw_counter] == 1)
					colour <= 3'b100;
				else
					colour <= 3'b00;
			end
			if(draw_counter == 30 && left_click == 0) begin
				if (frame_counter == 0) begin
					x <= 30;
					y <= 30 + 1;
					colour <= 3'b101;
				end
			end
			if(draw_counter == 30 && left_click == 1) begin
				x <= 30;
				y <= 30 + 1;
				colour <= 3'b111;
				left_click <= 0;
				if (s3_byte[30] == 1)
					data_result <= data_result + 1;
				else
					if(data_result > 5)
						data_result <= data_result - 5;
					else
						data_result <= 0;
			end
		end
		draw_counter <= draw_counter + 1;
	end
endmodule
module hex_decoder(hex_digit, segments);
    input [3:0] hex_digit;
    output reg [6:0] segments;
    always @(*)
        case (hex_digit)
            4'h0: segments = 7'b100_0000;
            4'h1: segments = 7'b111_1001;
            4'h2: segments = 7'b010_0100;
            4'h3: segments = 7'b011_0000;
            4'h4: segments = 7'b001_1001;
            4'h5: segments = 7'b001_0010;
            4'h6: segments = 7'b000_0010;
            4'h7: segments = 7'b111_1000;
            4'h8: segments = 7'b000_0000;
            4'h9: segments = 7'b001_1000;
            4'hA: segments = 7'b000_1000;
            4'hB: segments = 7'b000_0011;
            4'hC: segments = 7'b100_0110;
            4'hD: segments = 7'b010_0001;
            4'hE: segments = 7'b000_0110;
            4'hF: segments = 7'b000_1110;   
            default: segments = 7'h7f;
        endcase
endmodule
module shift_register(
input CLK,
input RST,
input DATA_IN,
output BIT_OUT,
output [30-1:0] BYTE_OUT
);
reg [30-1:0] bitShiftReg;
reg [30-1:0] byteShiftReg[11:0];
integer i;
always @(posedge CLK)
begin
bitShiftReg <= {bitShiftReg[30-2:0],DATA_IN};
byteShiftReg[0] <= bitShiftReg;
for(i=1;i<12;i=i+1)
byteShiftReg[i] <= byteShiftReg[i-1];
end
assign BIT_OUT = bitShiftReg[30-1];
assign BYTE_OUT = byteShiftReg[11];
endmodule
```
**design/flow/run.sh**
```bash
#!/bin/bash
# OpenROAD 26Q1-2900-gdf79404cd8, Yosys 0.63+post, stock flow scripts
make -C /OpenROAD-flow-scripts/flow DESIGN_CONFIG=/design/flow/config.mk WORK_HOME=/design/flow/orfs finish
```
==> run summary <==
Implementation results.

The run finished with clean final reports. The synthesis-to-finish area growth is 23.9%. Among the non-sequential cells, simple AND/OR/NAND/NOR gates take the most area.

Of the post-synthesis cell area, the part taken by muxes is 1.06%. Of the synthesized area, sequential elements account for about 50%. In this run the VDD rail shows a maximum IR drop of 0.158 mV.

In the post-route analysis, the smallest setup slack over all paths is 1790 ps. Summing over the stages, the warning tally comes to 29. The power density over the cells is just over 300 nW/um^2. The post-CTS hold buffer count recorded in the log is 0. The placement report lists the number of port buffers as 18. Counting endpoints that fail hold in the final report gives 0. The count of different cell masters after synthesis is 32. The final power report lists total power as 0.401 mW.

The global-route wire length before repair is 3310 microns. The timing report gives the clock slew at the launch and capture registers of the worst setup and hold paths as 80 ps. The die is around 100 microns wide.

Yosys mapped a number of flops with a built-in enable equal to 8. The final-layout fill cell count is 688. Counting both buffers and inverters, the worst setup path holds a total of 1. The script parses the final routing iteration and logs DRC violations as 0. The relative slew slack is between 40% and 50%. The peak per-stage delay on the critical path is 510 ps. Based on the critical path, the design can be clocked at up to 0.497 GHz.

The report lists the cells along the critical path as clkdlybuf4s50_1. The tree is rooted in a sky130_fd_sc_hd__clkbuf_8. The buffer levels on the longest clock path is 2.

The final routed wirelength across all metal layers is 1980 microns. The pre-CTS setup slack is 1860 ps. The number of antenna violations at the first check in global routing is 0. The number of clock buffers inserted by TritonCTS is 3.

The number of antenna-violating nets in the routed design is 0. The first detailed-routing pass took 4 iterations. The area inside the core boundary is 6280 sq um. In the synthesis report, Yosys lists the chip area as 1060 sq um. The later pin in the worst-skew pair is clocked with a latency of 250 ps. The cell with the most instances after synthesis is sky130_fd_sc_hd__dfxtp_1. The TritonCTS clock tree is done. Ranked by total cell area, the synthesized netlist is headed by sky130_fd_sc_hd__dfxtp_1 (28%), sky130_fd_sc_hd__edfxtp_1 (23%), sky130_fd_sc_hd__buf_4 (7.1%), sky130_fd_sc_hd__ha_1 (4.7%), sky130_fd_sc_hd__nor3_1 (3.3%). The synthesized design contains 23 register bits. The average instance area after synthesis is 9.99 sq um. The count of vias placed by the detailed router is 715.

Antenna repair during routing inserted a diode count of 0. The post-synthesis cell count from yosys is 106. For the final database, setup skew stands at 2.16 ps. The final routed wire length divided by cell count is just over 10 microns. The synthesized netlist occupies a cell area of 1060 sq um.

The most used flip-flop cell after synthesis is sky130_fd_sc_hd__dfxtp_1. The via count of the first global-routing pass is 696. For the finished layout, the period the worst path requires is slightly above 2000 ps. The worst setup path is of the reg2out kind.

The post-route cell area is 1310 sq um. The adder and majority cell fraction of the synthesized area is 4.73%. The worst setup path is launched from a register.

Among cell families on the critical path, the largest total delay comes from buffers and inverters. For this run, the number of Yosys warnings is 5. Once the floorplan was initialized, standard cells occupied ~17% of the core.

The portion of the clock cycle consumed by the worst path in the final layout is 52.9%. Pin placement for this block handled 30 I/O pins. The count of routing violations after the opening detailed-route iteration is 13.

Per the GRT congestion report, total overflow comes to 0. The area fraction in compound gates after synthesis is 10.9%. The max-cap check violation count is 0.

The number of pins with negative max-slew slack in the final report is 0. The analysis attributes to cell leakage a power of between 0.5 and 0.6 nW. The gate count after technology mapping is 106.

According to the floorplan log, the row count is 29. Post-CTS timing repair inserted 0 buffers for setup. Looking at the critical path, the single cell with the biggest stage delay is sky130_fd_sc_hd__clkdlybuf4s50_1. The count of cells along the worst register-to-register path is 3.

The chip footprint is approximately 10000 sq um. The critical path data required time is approximately 3000 ps. Note, the detailed placer reported a final HPWL of 1530 microns. Setup repair after global routing left no endpoint under its margin. The last timing report of the flow puts the setup violation total at 0.

The kind of path behind the tightest hold check is reg2reg. The post-detailed-route via-to-cell ratio is about 3.6. The count of clock tree sinks is 23. The STA report counts the stages on the worst setup path as 1. The share of flip-flops with an asynchronous set or reset after synthesis is 0%. The transition time at the pin with the least slew margin is 762 ps.

The maximum level of the CTS H-tree is 1. The portion of synthesized cell area occupied by the leading cell type is 28.4%. The capturing element type of the critical path is a primary output. The fraction of layout instances using a drive strength above 1 is roughly 4.2%. Setup total negative slack on the finished layout was measured at 0 ps. The total global-route track usage is 3.92%.

The worst hold path stage count is 2. Entering global routing, the biggest net connects 13 pins. The critical path arrival is 1250 ps. The largest fanout on the critical path is 8. The chip height is 100 microns. The global placement routability congestion is 0.763.

By count the netlist is led by sky130_fd_sc_hd__dfxtp_1 (15), sky130_fd_sc_hd__buf_4 (10), sky130_fd_sc_hd__edfxtp_1 (8), sky130_fd_sc_hd__nor2_1 (7), sky130_fd_sc_hd__nor3_1 (7). The basic-gate share of the synthesized area counting and, or, nand and nor cells is 17.5%. The total placed instance area is roughly 1300 sq um. Gates resized during post-CTS repair numbered 0. Per the synthesis report, the dominant area consumer among library cells is sky130_fd_sc_hd__dfxtp_1.

The area share of xor/xnor cells in the synthesized design is under 10%.
-- placed cells by master, fill, tap and decap left out, types with 3 or more instances in the layout --
cell,n
sky130_fd_sc_hd__nor3_1,7
sky130_fd_sc_hd__nor2b_1,4
sky130_fd_sc_hd__dfxtp_1,15
sky130_fd_sc_hd__inv_1,5
sky130_fd_sc_hd__a21oi_1,4
sky130_fd_sc_hd__nand3_1,3
sky130_fd_sc_hd__nor2_1,7
sky130_fd_sc_hd__clkbuf_8,3
sky130_fd_sc_hd__o21ai_0,3
sky130_fd_sc_hd__nand2_1,5
sky130_fd_sc_hd__conb_1,9
sky130_fd_sc_hd__clkdlybuf4s50_1,18
sky130_fd_sc_hd__ha_1,4
sky130_fd_sc_hd__edfxtp_1,8
-- per-stage QoR --
stage	utilization [%]	std cells	hold WS, ps
5_1_grt	20.9	197	484
3_3_place_gp	20.2	193	453
2_1_floorplan	-	113	418
6_report	20.9	197	465
3_5_place_dp	20.2	193	458
4_1_cts	20.9	197	470
-- final cells by class --
class / instances / area [sq um] / share of cell area [%]
flip-flops and latches: 23 / 541 / 41.2
multi-input cells: 70 / 430 / 32.8
repair buffers: 18 / 180 / 13.7
well taps: 77 / 96.3 / 7.35
clock buffers: 4 / 45.0 / 3.44
inverters: 5 / 18.8 / 1.43
-- flip-flops by register name, indices dropped and copies added, names as in the netlist --
| signal | flops |
|---|---|
| data_result | 8 |
| pre_left | 1 |
| colour | 2 |
| y | 6 |
| left_click | 1 |
| draw_counter | 5 |
-- power by group --
group	internal [mW]	total, mW	switching (mW)	leakage [nW]
sequential	0.253	0.253	0.000116	0.181
clock	0.0746	0.146	0.0712	0.0228
combinational	0.000982	0.00172	0.000741	0.300
-- path summary, 6_finish.rpt --
check / slack [ps] / to / from
hold / removal: 460 / colour[1] / colour[1]
setup reg to reg: 1850 / data_result[4] / draw_counter[1]
setup / recovery: 1790 / data_result[6] / data_result[6]
hold reg to reg: 460 / colour[1] / colour[1]
-- per-layer routing --
metal | global-route usage (%) | share of wire, % | vias to the layer above
met5 | 0 | 0 | -
met4 | 0.217 | 0.40 | 0
met3 | 2.01 | 8.6 | 2
met2 | 5.97 | 44 | 17
met1 | 5.13 | 47 | 316
li1 | - | - | 380
-- logic make-up after synthesis --
family	count (synthesis)
and+or+nand+nor	35
DFF	23
buffers and inverters	20
AOI/OAI and AO/OA	17
adders and majority gates	4
xor gates and xnor gates	4
other	2
muxes	1
No activity file was given, so power comes from the tool's default toggle rates.
